==> flow/design.v <==
module multiplier #(parameter N=5) (
    input clk,
    input rstn,  
    input start,  
    input [N-1:0] multiplier_in,
    input [N-1:0] multiplicand_in,
    output reg [2*N-1:0] product
);
    reg [2*N-1:0] product_temp;
    reg state;
    reg previousBit;
    reg [N-1:0] multiplicand_reg;
    reg [7:0] counter;
    always @(posedge clk, negedge rstn) begin
        if (!rstn) state <= 1'b0; 
        else begin
            case (state)
            1'b0: if (start) begin  
                multiplicand_reg <= multiplicand_in;
                product_temp <= {{N{1'b0}}, multiplier_in};
                counter <= 8'b0;
                previousBit <= 1'b0;
                state <= 1'b1;
            end
            1'b1: if (!start) begin  
                if (counter < N) begin
                    if (~product_temp[0] & previousBit) begin
                        previousBit <= product_temp[0];
                        product_temp = product_temp + {multiplicand_reg, {N{1'b0}}};
                        product_temp = {product_temp[2*N-1:0], product_temp[2*N-1:1]};
                    end else if (product_temp[0] & ~previousBit) begin
                        previousBit <= product_temp[0];
                        product_temp = product_temp - {multiplicand_reg, {N{1'b0}}};
                        product_temp = {product_temp[2*N-1:0], product_temp[2*N-1:1]};
                    end else begin
                        previousBit <= product_temp[0];
                        product_temp <= {product_temp[2*N-1:0], product_temp[2*N-1:1]};
                    end
                    counter <= counter + 1;
                end else begin
                    product <= product_temp;
                    state <= 1'b0;
                end
            end else state <= 1'b0;
        endcase
        end
    end
endmodule
==> flow/run.sh <==
#!/bin/bash
# OpenROAD 26Q1-2900-gdf79404cd8, Yosys 0.63+post, stock flow scripts
make -C /OpenROAD-flow-scripts/flow DESIGN_CONFIG=/design/flow/config.mk WORK_HOME=/design/flow/orfs finish
==> flow/config.mk <==
export PLATFORM = sky130hd
export DESIGN_NAME = multiplier
export DESIGN_NICKNAME = multiplier
export VERILOG_FILES = /design/flow/design.v
export SDC_FILE = /design/flow/constraint.sdc
export NUM_CORES = 4
export LEC_CHECK = 1
export CORE_AREA = 10 10 106 106
export DIE_AREA = 0 0 116 116
==> flow/constraint.sdc <==
current_design multiplier

set clk_period 2.8
set clk_io_pct 0.2

create_clock -name clk0 -period $clk_period [get_ports {clk}]

set non_clock_inputs [all_inputs -no_clocks]
set_input_delay [expr $clk_period * $clk_io_pct] -clock clk0 $non_clock_inputs
set_output_delay [expr $clk_period * $clk_io_pct] -clock clk0 [all_outputs]
==> impl_metrics.ini <==
; generated from flow reports
[synthesis]
synthSimpleGateAreaFrac_pct = 15.6
avgSynthCellArea_um2 = 12.6
ys_sh_xor_pct = 4.30
yosys_warnings = 1
adder_share_pct = 9.02
ys_sh_aoi_pct = 7.17
flop_cell = edfxtp_1
ys_cells = 145
synth_area_leader_cell = edfxtp_1
mux_area_share_pct = 4.71
top_cell_area_share_pct = 54.1
synth_seq_share_pct = 55.5
logic_family = simple AND/OR/NAND/NOR gates
synthArstFlopShare_pct = 2.94
synthTopCellsByArea = edfxtp_1 54%, ha_1 6.8%, xnor2_1 3.3%
syn_inst = 145
ys_types = 39
ys_ff = 34
yosys_area_mm2 = 0.00183
syn_area_mm2 = 0.00183
edf_count = 33

[final_layout]
drive_gt1_share_pct = 10.6
largest-register = product
syn_to_final_growth_pct = 26.1
largest_register_ffs = 10
finalNonFillerCells = 278
top_regs = product (10), product_temp (9), counter (8)

[cts]
clk_path_buf_depth = 2
hold_buffers = 0
htree_num_levels = 2
cts_num_sinks = 34
cts_tree = yes
cts_root_buffer = clkbuf_8
post_cts_resized = 0
clk_pin_slew_ns = 0.07
postCtsSetupBuffers = 0
cts-buffers-inserted = 5
clock.latency.late_pin_ns = 0.28

[placed_design]
port_buffers = 22
dp_worst_setup_slack_ns = 0.649
dp_cells = 270
place_congestion = 0.803
dp_hpwl_mm = 2.43

[worst_setup_path]
worstPathArrival_ns = 2.25
cp-end-kind = register
cp_max_fo = 9
worstPathRequired_ns = 2.95
start_kind = register
critical_path_class = register to register

[route]
dr.pass1.iters = 4
drtAntennaViolNets = 0
num_antenna_cells = 0
post_drt_via_cell_ratio = 4.03
routed_wirelength_mm = 3.44
drc = 0
drt_iter0_markers = 63
avgRoutedWirePerCell_um = 12.4
vias = 1120

[final_timing]
skew_ns = 0.00623
hold_violations = 0
fin_setup_tns_ns = 0
slew_headroom_pct = 52.4
rsz0062_at_grt = no
setup_viol = 0
worstMarginPinSlew_ns = 0.714
period_needed_ns = 2.10
fmax_ghz = 0.477
maxSlewViolCount = 0
finalClockPeriodUsage_pct = 74.9
fin_ws_ns = 0.702

[status]
outcome = finished, final reports clean

[die]
fp-row-count = 34
die_x_um = 116
ioPinCount = 23
fp-utilization_pct = 20.7
coreArea_mm2 = 0.00885
die_h_um = 116
dieArea_mm2 = 0.0135

[run]
maxCapViolCount = 0
tool_warnings = 30

[grt]
grtUsageTotal_pct = 5.38
grt_pass1_vias = 1164
grt_pass1_wl_mm = 5.71
grt.overflow.total = 0
met3_usage_pct = 1.99
grt_max_degree = 22
grt_use_met1_pct = 8.09
gr-max-usage-layer = met1
antenna_found_initial = 0
grt_use_met2_pct = 7.51

[pwr]
p_leak_nw = 0.842
total_power_mw = 1.26
p_per_area_mw_per_mm2 = 546
vdd_drop_max_mv = 0.284

[min_path]
hp-class = primary input to asynchronous set/reset pin
synthesized netlist by cell type (3+ instances only):
cell type and number:
edfxtp_1 33, ha_1 10, inv_1 10, and2_1 9, xnor2_1 7, nand2_1 6, mux2_2 5, nand3_1 5
nor2b_1 5, clkbuf_1 4, nand2b_1 4, nor2_1 4, a21oi_1 3, a31oi_1 3, and3_1 3, buf_2 3
mux2i_1 3, nor3_1 3
stage by stage:
stage          utilization [%]  cell area (um2)  hold WS (ns)
3_5_place_dp              24.5             2170         0.434
5_1_grt                   26.1             2310         0.427
2_1_floorplan                -             1830         0.264
6_report                  26.1             2310         0.436
4_1_cts                   26.1             2310         0.429
3_3_place_gp              24.5             2170         0.428
final timing paths:
check                                                   start                       endpoint  slack (ns)  cells after the start
worst max-delay path            product_temp[8]$_SDFFCE_PN0P_  product_temp[7]$_SDFFCE_PN0P_        0.70                      5
min in group clk0                   product_temp[2]$_DFFE_PP_           product[2]$_DFFE_PP_        0.45                      0
worst max register to register  product_temp[8]$_SDFFCE_PN0P_  product_temp[7]$_SDFFCE_PN0P_        0.70                      5
worst min-delay path                                     rstn                state$_DFF_PN0_        0.44                      1
max in group asynchronous                                rstn                state$_DFF_PN0_        2.24                      1
worst min register to register      product_temp[2]$_DFFE_PP_           product[2]$_DFFE_PP_        0.45                      0
worst max-delay path, cell delays in order (launching register included):
cell and delay, ns:
edfxtp_1 0.48, ha_1 0.45, or3_1 0.36, or3_1 0.31, a31oi_1 0.22, o21a_1 0.15
where the power goes:
group / internal, mW / leakage [nW] / total (mW) / switching [mW]
logic: 0.0644 / 0.454 / 0.111 / 0.0468
clock network: 0.357 / 0.0683 / 0.544 / 0.187
registers: 0.582 / 0.320 / 0.606 / 0.0246
total: 1.00 / 0.842 / 1.26 / 0.258
placed cells by master (no fill, tap or decap), types with 2 or more instances in the layout:
cell / netlist / final
nor2b_1: 5 / 5
buf_4: 0 / 2
nand2_1: 6 / 6
mux2_2: 5 / 5
clkdlybuf4s50_1: 0 / 22
mux2i_1: 3 / 3
clkbuf_8: 0 / 5
and3_1: 3 / 3
and2_1: 9 / 9
nor3_1: 3 / 3
nand2b_1: 4 / 4
xor2_1: 2 / 2
ha_1: 10 / 10
fa_1: 2 / 2
or3_1: 2 / 2
inv_1: 10 / 10
nor2_1: 4 / 4
bufinv_16: 0 / 2
edfxtp_1: 33 / 33
a21oi_1: 3 / 3
nand3_1: 5 / 5
a31oi_1: 3 / 3
nor4b_1: 2 / 2
xnor2_1: 7 / 7
area by class of cell:
| type | count | area (um2) |
|---|---|---|
| clock buffer | 5 | 68.8 |
| clock inverter | 3 | 68.8 |
| fill | 923 | 6540 |
| inverter | 10 | 37.5 |
| multi-input combinational | 94 | 748 |
| sequential | 34 | 1020 |
| tap | 108 | 135 |
| timing repair buffer | 24 | 235 |
layer usage:
layer  wire [um]  share of wire [%]
met5           0                  0
met4          32               0.93
met3         236                6.9
met2        1400                 41
met1        1760                 51
cell families after synthesis:
kind of cell	after synthesis
buffers and inverters	17
XOR/XNOR	9
multiplexers	8
AND-OR/OR-AND	17
adder cells (fa/ha/maj)	12
flip-flops	34
AND/OR/NAND/NOR	48
Power figures rest on the tool's default switching activity, not on a simulated workload.
